$ cat design/flow/config.mk
export PLATFORM = sky130hd
export DESIGN_NAME = pong
export DESIGN_NICKNAME = pong
export VERILOG_FILES = /design/flow/design.v
export SDC_FILE = /design/flow/constraint.sdc
export NUM_CORES = 4
export LEC_CHECK = 1
export CORE_UTILIZATION = 50
$ cat design/flow/constraint.sdc
current_design pong

set clk_period 3.5
set clk_io_pct 0.2

create_clock -name clk0 -period $clk_period [get_ports {clk}]

set non_clock_inputs [all_inputs -no_clocks]
set_input_delay [expr $clk_period * $clk_io_pct] -clock clk0 $non_clock_inputs
set_output_delay [expr $clk_period * $clk_io_pct] -clock clk0 [all_outputs]
$ cat design/flow/design.v
module hvsync_generator(clk, vga_h_sync, vga_v_sync, inDisplayArea, CounterX, CounterY);
input clk;
output vga_h_sync, vga_v_sync;
output inDisplayArea;
output [9:0] CounterX;
output [8:0] CounterY;
reg [9:0] CounterX;
reg [8:0] CounterY;
wire CounterXmaxed = (CounterX==10'h2FF);
always @(posedge clk)
if(CounterXmaxed)
	CounterX <= 0;
else
	CounterX <= CounterX + 1;
always @(posedge clk)
if(CounterXmaxed) CounterY <= CounterY + 1;
reg	vga_HS, vga_VS;
always @(posedge clk)
begin
	vga_HS <= (CounterX[9:4]==6'h2D);  
	vga_VS <= (CounterY==500);  
end
reg inDisplayArea;
always @(posedge clk)
if(inDisplayArea==0)
	inDisplayArea <= (CounterXmaxed) && (CounterY<480);
else
	inDisplayArea <= !(CounterX==639);
assign vga_h_sync = ~vga_HS;
assign vga_v_sync = ~vga_VS;
endmodule
module pong(clk, vga_h_sync, vga_v_sync, vga_R, vga_G, vga_B, quadA, quadB);
input clk;
output vga_h_sync, vga_v_sync, vga_R, vga_G, vga_B;
input quadA, quadB;
wire inDisplayArea;
wire [9:0] CounterX;
wire [8:0] CounterY;
hvsync_generator syncgen(.clk(clk), .vga_h_sync(vga_h_sync), .vga_v_sync(vga_v_sync), 
  .inDisplayArea(inDisplayArea), .CounterX(CounterX), .CounterY(CounterY));
reg [8:0] PaddlePosition;
reg [2:0] quadAr, quadBr;
always @(posedge clk) quadAr <= {quadAr[1:0], quadA};
always @(posedge clk) quadBr <= {quadBr[1:0], quadB};
always @(posedge clk)
if(quadAr[2] ^ quadAr[1] ^ quadBr[2] ^ quadBr[1])
begin
	if(quadAr[2] ^ quadBr[1])
	begin
		if(~&PaddlePosition)         
			PaddlePosition <= PaddlePosition + 1;
	end
	else
	begin
		if(|PaddlePosition)         
			PaddlePosition <= PaddlePosition - 1;
	end
end
reg [9:0] ballX;
reg [8:0] ballY;
reg ball_inX, ball_inY;
always @(posedge clk)
if(ball_inX==0) ball_inX <= (CounterX==ballX) & ball_inY; else ball_inX <= !(CounterX==ballX+16);
always @(posedge clk)
if(ball_inY==0) ball_inY <= (CounterY==ballY); else ball_inY <= !(CounterY==ballY+16);
wire ball = ball_inX & ball_inY;
wire border = (CounterX[9:3]==0) || (CounterX[9:3]==79) || (CounterY[8:3]==0) || (CounterY[8:3]==59);
wire paddle = (CounterX>=PaddlePosition+8) && (CounterX<=PaddlePosition+120) && (CounterY[8:4]==27);
wire BouncingObject = border | paddle;  
reg ResetCollision;
always @(posedge clk) ResetCollision <= (CounterY==500) & (CounterX==0);   
reg CollisionX1, CollisionX2, CollisionY1, CollisionY2;
always @(posedge clk) if(ResetCollision) CollisionX1<=0; else if(BouncingObject & (CounterX==ballX   ) & (CounterY==ballY+ 8)) CollisionX1<=1;
always @(posedge clk) if(ResetCollision) CollisionX2<=0; else if(BouncingObject & (CounterX==ballX+16) & (CounterY==ballY+ 8)) CollisionX2<=1;
always @(posedge clk) if(ResetCollision) CollisionY1<=0; else if(BouncingObject & (CounterX==ballX+ 8) & (CounterY==ballY   )) CollisionY1<=1;
always @(posedge clk) if(ResetCollision) CollisionY2<=0; else if(BouncingObject & (CounterX==ballX+ 8) & (CounterY==ballY+16)) CollisionY2<=1;
wire UpdateBallPosition = ResetCollision;   
reg ball_dirX, ball_dirY;
always @(posedge clk)
if(UpdateBallPosition)
begin
	if(~(CollisionX1 & CollisionX2))         
	begin
		ballX <= ballX + (ball_dirX ? -1 : 1);
		if(CollisionX2) ball_dirX <= 1; else if(CollisionX1) ball_dirX <= 0;
	end
	if(~(CollisionY1 & CollisionY2))         
	begin
		ballY <= ballY + (ball_dirY ? -1 : 1);
		if(CollisionY2) ball_dirY <= 1; else if(CollisionY1) ball_dirY <= 0;
	end
end 
wire R = BouncingObject | ball | (CounterX[3] ^ CounterY[3]);
wire G = BouncingObject | ball;
wire B = BouncingObject | ball;
reg vga_R, vga_G, vga_B;
always @(posedge clk)
begin
	vga_R <= R & inDisplayArea;
	vga_G <= G & inDisplayArea;
	vga_B <= B & inDisplayArea;
end
endmodule
$ cat design/flow/run.sh
#!/bin/bash
# OpenROAD 26Q1-2900-gdf79404cd8, Yosys 0.63+post, stock flow scripts
make -C /OpenROAD-flow-scripts/flow DESIGN_CONFIG=/design/flow/config.mk WORK_HOME=/design/flow/orfs finish
==> results.txt <==
run metrics: Ys Warns 2, post-cts repair resize count 0, mean cell area of the mapped netlist 9.706 sq um, slew margin rel. 45.04%, total track usage 19.78%, Remaining DRCs 0, adder share 14.66%, worst-path cell chain inv_1 > ha_1 > nand2_1 > xnor2_1 > ha_1 > a211oi_1 > nor2_1 > a2111oi_0 > o21ai_0 > o2bb2ai_2 > o41ai_2, ys async rst share 0%, leakage power 2.223 nW, Late-Pin Clk Latency 350 ps, register area share after synthesis 37.02%, Req. time, crit path 3750 ps, DRT Wirelength 8.580 mm, Top Ports 8, Worst-Margin Slew 822.7 ps, dpl cell area 0.004827 sq mm, final non-filler cell area 0.005060 sq mm, Power Total 2.312 mW, largest net degree at the start of global routing 15, cells in synth_stat.txt 482, CP max-delay cell edfxtp_1, and+or+nand+nor area frac 18.08%, Sw Ratio 30.24%, wire length of the first global-routing pass 14.89 mm, worst hold path depth 0, Fin Clk Skew 14.55 ps, CTS root buffer clkbuf_8, vias in the first global route 3198, TritonCTS clock tree built, first-iteration detailed-routing DRC count 98, Largest logic family simple AND/OR/NAND/NOR gates, fmax 0.3630 GHz, Die H 98.73 um, n_diodes 0, maximum VDD drop 0.3856 mV, Core ar. 0.008891 sq mm, final std cells w/o fill 601, Crit path largest cell delay 500 ps, Cell area leaders edfxtp_1 (25%), ha_1 (13%), dfxtp_1 (12%), outcome completed, min Tclk post-route 2755 ps, Dominant flop cell edfxtp_1, First-pass DRT Iterations 4, Post-Synth XOR/XNOR Area 12.54%, GPL Wtd Cong 0.8974, worst-path maximum fanout 7, P_int 1.612 mW, R2R cell count 11, Hold Path Class reg -> reg, Final ANT Viol Nets 0, FP Core Util 52.62%, post-layout period usage 78.71%, Clock Path Buffers 2, Worst-path clk slew 90 ps, Via Count 3330, OpenROAD warning count 28, Post-synth EDFFs 39, sequential fraction of design power 43.5%, Final Hold Viols 0, Multiplexer share 1.230%, largest area contributor in the netlist edfxtp_1, antenna violations before repair 0, Psw 699.1 uW, Vias/cell 5.541, Top-area cell share 25.03%, Worst Path Buf+Inv 1, Final TNS setup 0 ps, Congestion Overflow GR 0, Die ar. 0.009748 sq mm, Netlist Area Pre-Place 0.004678 sq mm, hold buffers post-CTS 0, Pwr Density 456.8 mW/mm^2, Critical Path AT 3000 ps, CP Depth 11, max-cap viol count 0, area grow syn2layout 8.157%, Cell Rows 34, Post-CTS Setup Repair Bufs 0, die width 98.73 um, H-tree levels 3, crit-path most repeated cell ha_1, setup violation total in the final timing report 0, CTS sink cnt 67, Crit. End Element flop, per-cell routed wire length 14.28 um, Synth flops 67, Cell Type Count 57, Slew Limit Fails 0, Crit Path Class reg -> reg, Clock power frac 31.2%, yosys aoi share 12.06%, Yosys Chip Area 0.004678 sq mm, Placed Cells 585, Comb pwr share 25.3%, RSZ-0062 raised after global routing no, Startpoint Class flop, CP top delay family AND-OR/OR-AND gates, Inserted Clock Buffers 9, port buffer count 7, Mapped Cells 482, DP HPWL 6.528 mm, share of layout cells above drive strength 1 6.694%
layout make-up:
type	count	area, sq um
fill	761	3831
multi-input combinational	366	2740
sequential	67	1732
clock buffer	13	212.7
tap	108	135.1
inverter	34	127.6
timing repair buffer	10	92.59
clock inverter	3	20.02
metal layers:
metal	GRT usage (%)	routed length, um
met2	30.61	3801
met1	31.58	4428
met4	2.755	123
met5	0	0
met3	3.247	227
synthesized netlist by cell type (all sizes together), types with 4 or more instances:
master and count:
a211oi 6, a21boi 5, a21o 4, a21oi 19, a31oi 4, and2 6
and3 5, buf 11, clkbuf 4, dfxtp 28, edfxtp 39, ha 50
inv 34, nand2 28, nand2b 10, nand3 18, nand4 6, nor2 32
nor2b 13, nor3 14, o211ai 6, o21ai 15, or2 4, or3 6
or4 7, xnor2 42, xor2 25
placed cells by master (no fill, tap or decap), drive strengths merged, types with 6 or more instances in the layout:
| cell | instances |
|---|---|
| o21ai | 15 |
| a21oi | 19 |
| edfxtp | 39 |
| dfxtp | 28 |
| nor2b | 13 |
| nand4 | 6 |
| ha | 50 |
| and2 | 6 |
| o211ai | 6 |
| nor2 | 32 |
| nand2b | 10 |
| or3 | 6 |
| xnor2 | 42 |
| nand3 | 18 |
| clkbuf | 13 |
| a211oi | 6 |
| nand2 | 28 |
| nor3 | 14 |
| inv | 36 |
| clkdlybuf4s50 | 7 |
| xor2 | 25 |
| or4 | 7 |
cell families after synthesis:
kind of cell	after synthesis
compound gates	81
buf+inv	49
flops	67
simple gates	160
xor+xnor	67
mux	5
fa+ha+maj	53
power by group through the flow:
stage	Combinational [mW]	Clock [mW]	Sequential, mW
4_1_cts	0.592	0.746	1.01
5_1_grt	0.679	0.779	1.02
6_report	0.584	0.722	1.01
through the flow:
step                      worst slack [ps]  utilization (%)  hold slack, ps
after global routing                 503.1            56.91           324.3
after CTS                            748.0            56.91           325.4
after detailed placement             766.4            54.29           313.2
after floorplan                      971.4                -           309.6
after global placement               793.1            54.29           315.6
final                                745.3            56.91           314.4
state kept, by name, summed over array words and instances, names as in the netlist, 3 cells and up:
signal            count
syncgen.CounterY      9
PaddlePosition        9
ballX                10
quadAr                3
quadBr                3
ballY                 9
syncgen.CounterX     10
path summary, 6_finish.rpt:
kind	start	endpoint	slack, ps
max	PaddlePosition[3]$_DFFE_PP_	CollisionY1$_SDFFE_PP0P_	750
min	quadAr[0]$_DFF_P_	quadAr[1]$_DFF_P_	310
max reg2reg	PaddlePosition[3]$_DFFE_PP_	CollisionY1$_SDFFE_PP0P_	750
min reg2reg	quadAr[0]$_DFF_P_	quadAr[1]$_DFF_P_	310
Power is estimated from default activity; no workload was simulated.
