$ cat flow/design.v
`timescale 1ns / 1ps
module digit_multiplexer (
				input reset,
				input clock,
				input[7:0] sw,
				output[7:0] out_seg,
				output[3:0] out_sel
			           );
afisaj7s seg1(
		.cifra0(sw[1:0]),
		.cifra1(sw[3:2]),
		.cifra2(sw[5:4]),
		.cifra3(sw[7:6]),
		.reset(reset),
		.clock(clock),
		.out_sel(out_sel),
		.out_seg(out_seg)
		);
endmodule  
module afisaj7s(
		input reset,
		input clock,
		input[3:0] cifra0,
		input[3:0] cifra1,
		input[3:0] cifra2,
		input[3:0] cifra3,
		output[3:0] out_sel,
		output[7:0] out_seg
);
		wire[1:0] w_out_counter;
		wire[3:0] w_out_mux;
counter counter0 (
		        .reset (reset),
		        .clock (clock),
		        .out (w_out_counter)
		       );
decoder decoder1 (
		          .in (w_out_counter),
		          .out (out_sel)
		         );
mux mux0 (
	         .select (w_out_counter),
	         .in0 (cifra0),
	         .in1 (cifra1),
	         .in2 (cifra2),
	         .in3 (cifra3),
	         .out (w_out_mux)
	        );
transcodor transcodor0 (
			        .in (w_out_mux),
			        .out_seg (out_seg)
			       );
endmodule  
module counter (
		       input reset,
		       input clock,
		       output wire[1:0] out
		      );
		       reg[18:0] count;
always @ (posedge clock or posedge reset) 
	begin
     		if (reset) 
			begin
        				count <= 0;   
     			end else 
			begin
        				count <= count + 1;
     			end
	end
assign out = count[18:17];
endmodule  
module mux (
		 input[1:0] select,
		 input[3:0] in0,
		 input[3:0] in1,
		 input[3:0] in2,
		 input[3:0] in3,
	 	 output reg[3:0] out
		);
always @ (*) 
	begin 
		case (select)
			2'b00: out <= in0;
			2'b01: out <= in1;		
			2'b10: out <= in2;		
			2'b11: out <= in3;				
		endcase	
	end
endmodule  
module decoder (
		       input[1:0] in,
               	       output[3:0] out
		      );
assign out = ~(1 << in);
 endmodule  
module transcodor (
			input[3:0] in,
			output reg[7:0] out_seg
			); 
always @ (*) 
	begin
		case (in) 
			4'h0 : out_seg = 8'b00000011;
			4'h1 : out_seg = 8'b10011111;
			4'h2 : out_seg = 8'b00100101;
			4'h3 : out_seg = 8'b00001101;
			4'h4 : out_seg = 8'b10011001;
			4'h5 : out_seg = 8'b01001001;
			4'h6 : out_seg = 8'b01000001;
			4'h7 : out_seg = 8'b00011111;
			4'h8 : out_seg = 8'b00000001;
			4'h9 : out_seg = 8'b00001001;	
			4'hA : out_seg = 8'b00010001;
			4'hB : out_seg = 8'b11000001;
			4'hC : out_seg = 8'b01100011;
			4'hD : out_seg = 8'b10000011;
			4'hE : out_seg = 8'b01100001;
			4'hF : out_seg = 8'b01110001;
		endcase
	end	
endmodule  
$ cat flow/run.sh
#!/bin/bash
# OpenROAD 26Q1-2900-gdf79404cd8, Yosys 0.63+post, stock flow scripts
make -C /OpenROAD-flow-scripts/flow DESIGN_CONFIG=/design/flow/config.mk WORK_HOME=/design/flow/orfs finish
$ cat flow/config.mk
export PLATFORM = sky130hd
export DESIGN_NAME = digit_multiplexer
export DESIGN_NICKNAME = digit_multiplexer
export VERILOG_FILES = /design/flow/design.v
export SDC_FILE = /design/flow/constraint.sdc
export NUM_CORES = 4
export LEC_CHECK = 1
export CORE_AREA = 10 10 105 105
export DIE_AREA = 0 0 115 115
$ cat flow/constraint.sdc
current_design digit_multiplexer

set clk_period 2.8
set clk_io_pct 0.2

create_clock -name clk0 -period $clk_period [get_ports {clock}]

set non_clock_inputs [all_inputs -no_clocks]
set_input_delay [expr $clk_period * $clk_io_pct] -clock clk0 $non_clock_inputs
set_output_delay [expr $clk_period * $clk_io_pct] -clock clk0 [all_outputs]
==> impl_metrics.toml <==
# implementation run metrics
[synth]
mappedNetlistArea_sq_um = 946
avgSynthCellArea_sq_um = 11.4
postSynthSeqShare_pct = 50.3
top_area_cell = "dfrtp_1"
ff_type = "dfrtp_1"
synth.distinct_cells = 24
top_cells_by_area = "dfrtp_1 (50%), xnor2_1 (9.3%), xor2_1 (6.5%), mux4_2 (4.8%), nand3_1 (3.7%)"
synth_top_area_share_pct = 50.3
synth_xor_xnor_area_share_pct = 15.7
common_cells = "dfrtp_1 (19), xnor2_1 (10), nand3_1 (7), xor2_1 (7)"
aoi_share_pct = 0
ys_seq_elements = 19
ys_sh_simple_pct = 22.0
edf_count = 0
ys_sh_mux_pct = 4.76
yosys_area_sq_um = 946
synthAdderAreaFrac_pct = 1.32
netlist_logic_family_top = "simple AND/OR/NAND/NOR gates"
async_reset_ff_share_pct = 100
yosys.cell_count.top_type = "dfrtp_1"
yosys_warnings = 7
synth_cells = 83
ys_cells = 83

[setup_path]
cp_max_fo = 4
worstSetupPathType = "in -> out"
cp.depth = 4
path_buffers = 2
cpLargestDelayFamily = "buffers and inverters"
start_kind = "input pin"
rr_endpoint = "seg1.counter0.count[18]$_DFF_PP0_"
critPathLaunch = "sw[6]"
r2r_slack_ns = 1.16
cp_slowest_cell = "mux4_2"
path_common_cell = "clkdlybuf4s50_1"
cp-end-kind = "primary output"
required_ns = 2.24
timing.critical_path.cells = "clkdlybuf4s50_1, mux4_2, or2_1, clkdlybuf4s50_1"
r2r-start = "seg1.counter0.count[0]$_DFF_PP0_"
cpPeakStageDelay_ns = 0.50
arrival_ns = 2.11
r2r_cells = 5
endpoint = "out_seg[2]"

[global_route]
grt_max_degree = 20
antenna_found_initial = 0
grt_overflow = 0
grtUsageTotal_pct = 2.59
grt_pass1_vias = 642
grt_pass1_wl_um = 2900

[placed_design]
io_buffers = 19
gp_congestion = 0.727
hpwlAfterDp_um = 1340

[routing]
vias = 633
drtIter0Drc = 29
wirelength_um = 1730
remaining_drc_errors = 0
insertedDiodeCount = 0
ant_nets = 0
wl_per_cell_um = 8.21
firstDrtPassIters = 2
vias_per_cell = 3.01

[clock_tree]
cts_sinks = 19
clockBufferDepth = 2
cts.clk_slew.worst_paths_ns = 0.07
clockRootBuffer = "clkbuf_8"
htreeDepth = 1
cts_resized = 0
cts_hold_buf = 0
clkLatencyLatePin_ns = 0.25
tritoncts = "done"
cts_made_buffers = 3
post-cts-setup-buffers = 0

[final_timing]
post-route-min-period_ns = 2.67
worst_slew_pin_slew_ns = 0.732
hold_viol = 0
finalSetupTns_ns = 0
rsz0062_at_grt = "false"
post-route-period-util_pct = 95.3
finClkSkew_ns = 0.00365
hold_ws_ns = 0.478
setup_viol = 0
relSlewSlack_pct = 51.2
maxSlewViolCount = 0
fmaxAchievable_mhz = 375

[floorplanning]
io_pins = 22
fp.dieArea_sq_mm = 0.0132
core_sq_mm = 0.00876
die_w_um = 115
rows = 34
die_h_um = 115
fp-utilization_pct = 10.8

[final_layout]
reg_top3 = "seg1.counter0.count x19"
drive_gt1_share_pct = 9.80
area_growth_pct = 35.6
top_register = "seg1.counter0.count"
largest_reg_flops = 19
n_fill_cell = 968

[power]
vdd_drop_max_mv = 0.149
p_per_area_mw_per_mm2 = 383
p_leak_nw = 0.545

[min_path]
holdPathStages = 1
hold_path_class = "reg -> reg"

[flow_run]
warnings = 25
drv_cap = 0

[run_status]
status = "complete, no violations"
worst min-delay path by stage:
stage                            startpoint                                 to  slack, ns
4_1_cts   seg1.counter0.count[15]$_DFF_PP0_  seg1.counter0.count[15]$_DFF_PP0_       0.48
5_1_grt    seg1.counter0.count[0]$_DFF_PP0_   seg1.counter0.count[0]$_DFF_PP0_       0.51
6_report  seg1.counter0.count[15]$_DFF_PP0_  seg1.counter0.count[15]$_DFF_PP0_       0.48
through the flow:
stage	worst slack [ns]	power, mW	area, sq um	instances	util [%]
floorplan	0.973	0.290	946	83	-
global placement	0.133	0.311	1240	206	14.1
detailed placement	0.118	0.311	1240	206	14.1
CTS	0.115	0.497	1280	210	14.6
global route	0.0667	0.507	1280	210	14.6
finish	0.132	0.491	1280	210	14.6
where the power goes:
| part | total [mW] | switching [mW] | internal (mW) |
|---|---|---|---|
| registers | 0.274 | 0 | 0.274 |
| clock network | 0.186 | 0.0853 | 0.101 |
| logic | 0.0300 | 0.00937 | 0.0206 |
layout by cell type (no fill, tap or decap), drive strengths merged:
cell / count
xor2: 7
and4: 1
mux4: 2
xnor2: 10
inv: 4
nor4b: 1
nor4: 1
nor3: 2
clkdlybuf4s50: 19
nand4: 4
nand2: 5
conb: 2
clkbuf: 4
or2: 2
nor2: 5
and3: 2
nor2b: 1
nand2b: 2
dfrtp: 19
nand3: 8
ha: 1
layout make-up:
| cell class | instances | area, sq um | share of cell area, % |
|---|---|---|---|
| clock buffer | 4 | 45.0 | 3.51 |
| timing repair buffer | 19 | 190 | 14.8 |
| inverter | 4 | 15.0 | 1.17 |
| tap | 108 | 135 | 10.5 |
| sequential | 19 | 475 | 37.1 |
| multi-input combinational | 56 | 422 | 32.9 |
per-layer routing:
layer	share of wire, %	GRT usage [%]
met1	49	3.29
met2	37	3.90
met3	14	1.53
met4	0.35	0.165
met5	0	0
cells by family (layout without fill, tap and decap cells):
group / count (synthesis) / after routing
AND/OR/NAND/NOR: 34 / 34
flip-flops: 19 / 19
XOR/XNOR: 17 / 17
buffers and inverters: 8 / 27
other: 2 / 2
multiplexers: 2 / 2
adder cells (fa/ha/maj): 1 / 1
Power and IR drop assume default switching activity.
