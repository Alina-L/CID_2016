==> design/flow/run.sh <==
#!/bin/bash
# OpenROAD 26Q1-2900-gdf79404cd8, Yosys 0.63+post, stock flow scripts
make -C /OpenROAD-flow-scripts/flow DESIGN_CONFIG=/design/flow/config.mk WORK_HOME=/design/flow/orfs finish
==> design/flow/config.mk <==
export PLATFORM = sky130hd
export DESIGN_NAME = vertical_count
export DESIGN_NICKNAME = vertical_count
export VERILOG_FILES = /design/flow/design.v
export SDC_FILE = /design/flow/constraint.sdc
export NUM_CORES = 4
export LEC_CHECK = 1
export CORE_AREA = 10 10 80 80
export DIE_AREA = 0 0 90 90
==> design/flow/constraint.sdc <==
current_design vertical_count

set clk_period 1.8
set clk_io_pct 0.2

create_clock -name clk0 -period $clk_period [get_ports {enable}]

set non_clock_inputs [all_inputs -no_clocks]
set_input_delay [expr $clk_period * $clk_io_pct] -clock clk0 $non_clock_inputs
set_output_delay [expr $clk_period * $clk_io_pct] -clock clk0 [all_outputs]
==> design/flow/design.v <==
`timescale 1ns / 1ps
module vertical_count #(parameter SYNC_PULSE   = 11'd6,
											 WHOLE_FRAME  = 11'd806,
											 FRONT_PORCH  = 11'd3,
											 BACK_PORCH   = 11'd29,
											 VISIBLE_AREA = 11'd768
	)(
	input 		slow_clock,
	input enable,
	output [10:0] out_vertical_counter,
	output reg enable_display_vertically,
	output reg vsync
    );
	 reg [10 : 0] vertical_counter = 0;
	always @ (posedge enable) begin
			if (vertical_counter < SYNC_PULSE) 
				vsync <= 0;
			else 
				vsync <= 1;
			if (vertical_counter == WHOLE_FRAME)
				vertical_counter <= 0;
			else
				vertical_counter <= vertical_counter + 1;
			if ((vertical_counter < SYNC_PULSE + FRONT_PORCH) || (vertical_counter > VISIBLE_AREA + FRONT_PORCH + SYNC_PULSE))
				enable_display_vertically <= 0;
			else
				enable_display_vertically <= 1;
	end
	assign out_vertical_counter= vertical_counter;
endmodule
==> flow_metrics.env <==
# physical design summary
export IMPL_yosys_cell_count_top_type="dfxtp_1"
export IMPL_grt_max_degree=11
export IMPL_cap_violations=0
export IMPL_syn_area_per_cell_um2=9.31
export IMPL_crit_chain="clkdlybuf4s50_1"
export IMPL_warnings=28
export IMPL_die_w_um=90
export IMPL_slowest_stage="dfxtp_1"
export IMPL_max_clock_freq_ghz=0.587
export IMPL_final_setup_skew_ns=0.00622
export IMPL_hold_violations=0
export IMPL_finalClockPeriodUsage_pct=94.7
export IMPL_core_area_um2=4720
export IMPL_root_buffer="clkbuf_8"
export IMPL_areaGrowthSynthToFinish_pct=40.3
export IMPL_flop_area_um2=260
export IMPL_mi_logic_area_um2=324
export IMPL_yosysTopAreaCellShare_pct=42.4
export IMPL_cts_setup_buffers=0
export IMPL_port_buffers=13
export IMPL_rr_endpoint="vertical_counter[3]$_SDFF_PN0_"
export IMPL_critical_path_required_ns=1.44
export IMPL_cts_tree="done"
export IMPL_ioPinCount=15
export IMPL_crit_path_start="vertical_counter[2]$_SDFF_PN0_"
export IMPL_cts_buffer_depth=2
export IMPL_ys_warn_count=1
export IMPL_clk_latency_ns=0.24
export IMPL_rsz0062_at_grt="no"
export IMPL_tightest_slew_ns=0.497
export IMPL_top_area_cell="dfxtp_1"
export IMPL_end_kind="output port"
export IMPL_hpwl_mm=1.08
export IMPL_ant_nets=0
export IMPL_crit_end="out_vertical_counter[2]"
export IMPL_setup_viol=0
export IMPL_cts_repair_resized=0
export IMPL_status="completed"
export IMPL_start_kind="register"
export IMPL_grt_first_pass_wirelength_mm=2.46
export IMPL_gp_congestion=0.778
export IMPL_max_stage_delay_ns=0.55
export IMPL_cts_sinks=13
export IMPL_num_vias=525
export IMPL_die_h_um=90
export IMPL_routedWlPerCell_um=10.2
export IMPL_chip_area_um2=8100
export IMPL_cts_made_buffers=3
export IMPL_synth_cell_types=24
export IMPL_yosysCellCount=66
export IMPL_drv_slew=0
export IMPL_crit_buf_inv=1
export IMPL_relSlewSlack_pct=66.6
export IMPL_synth_area_um2=614
export IMPL_synthArstFlopShare_pct=0
export IMPL_synthTopCellsByArea="dfxtp_1 (42%), ha_1 (6.1%), xnor2_1 (5.7%)"
export IMPL_synth_cells=66
export IMPL_first_iter_violations=46
export IMPL_path_depth=1
export IMPL_grt_pass1_vias=485
export IMPL_antenna_found_initial=0
export IMPL_rrSetupSlack_ns=0.29
export IMPL_whs_ns=0.507
export IMPL_hold_buffers=0
export IMPL_ys_flops=13
export IMPL_vdd_drop_max_mv=0.150
export IMPL_path_max_fanout=10
export IMPL_critPathKind="reg -> out"
export IMPL_ff_type="dfxtp_1"
export IMPL_yosysChipArea_um2=614
export IMPL_drive_above_1_share_pct=9.76
export IMPL_worstPathArrival_ns=1.34
export IMPL_vias_per_cell=3.52
export IMPL_drtPass1Iterations=4
export IMPL_grtUsageTotal_pct=3.63
export IMPL_postSynthSeqShare_pct=42.4
export IMPL_rows=25
export IMPL_path_clk_slew_ns=0.06
export IMPL_r2r_cells=3
export IMPL_drc_errors=0
export IMPL_p_per_area_nw_per_um2=642
export IMPL_routed_wl_mm=1.51
export IMPL_cp_top_family="flip-flops"
export IMPL_edf_count=0
export IMPL_nFillCells=534
export IMPL_power_static_leakage_nw=0.294
export IMPL_grt_ovfl_total=0
export IMPL_common_cells="dfxtp_1 (13), nor2_1 (7), inv_1 (5), nand2_1 (5), xnor2_1 (4)"
export IMPL_power_mw=0.553
export IMPL_hp_class="reg -> reg"
export IMPL_diodes=0
export IMPL_cts_max_level=1
export IMPL_setup_tns_ns=0
export IMPL_fin_crit_ns=1.70
export IMPL_r2r_start="vertical_counter[6]$_SDFF_PN0_"
export IMPL_fp_util_pct=13.0
[worst min-delay path by stage]
stage | from | cells past startpoint | slack [ns] | end
final | vertical_counter[10]$_SDFF_PN0_ | 1 | 0.51 | enable_display_vertically$_DFF_P_
after global routing | vertical_counter[10]$_SDFF_PN0_ | 1 | 0.55 | enable_display_vertically$_DFF_P_
after CTS | vertical_counter[10]$_SDFF_PN0_ | 1 | 0.51 | enable_display_vertically$_DFF_P_
[sequential cells by signal (all words and copies together) (netlist names)]
register	count
enable_display_vertically	1
vertical_counter	11
vsync	1
[cell families after synthesis]
logic type      count (synthesis)  share of synthesized area [%]
flops                          13                           42.4
fa+ha+maj                       3                           6.11
simple gates                   28                           27.3
compound gates                 10                           10.8
buf+inv                         6                           4.89
xor+xnor                        6                           8.55
[cells in the final DEF (no fill, tap or decap)]
cell	n
nand3_2	2
or3_4	1
or3_1	2
o21ai_0	2
o311ai_0	1
a2111oi_0	1
nand2_1	5
ha_1	3
nand4_1	1
nor2_1	7
or2_2	1
o31ai_1	2
nor4_4	1
nand3_1	3
nor4_1	2
xnor2_1	4
or4_1	1
clkdlybuf4s50_1	13
a21oi_1	3
nor3_1	2
a221oi_1	1
inv_1	5
clkbuf_8	3
dfxtp_1	13
xor2_1	2
clkbuf_1	1
[through the flow]
step	instance area [um2]	setup slack, ns	util, %	cells
after floorplan	614	0.481	-	66
after detailed placement	817	0.312	17.3	145
after global routing	862	0.0310	18.3	149
final	862	0.0951	18.3	149
after global placement	817	0.315	17.3	145
after CTS	862	0.0881	18.3	149
[area by class of cell]
| class | count | area share, % |
|---|---|---|
| inverter | 5 | 2.18 |
| timing repair buffer | 13 | 15.1 |
| sequential | 13 | 30.2 |
| clock buffer | 4 | 5.22 |
| tap | 67 | 9.72 |
| multi-input combinational | 47 | 37.6 |
[metal layers]
layer	share of wire, %	global-route usage (%)	vias up
met4	0.86	0.796	0
li1	-	-	267
met3	6.2	1.51	2
met1	49	4.77	247
met5	0	0	-
met2	44	5.45	9
[where the power goes]
part            total [mW]  internal, mW  switching [mW]  leakage [nW]
clock network        0.265         0.156           0.109        0.0228
logic          0.000000167             0               0         0.167
registers            0.288         0.288               0         0.105
Power figures rest on the tool's default switching activity, not on a simulated workload.
